--- run.sh ---
#!/bin/bash
# OpenROAD 26Q1-2900-gdf79404cd8, Yosys 0.63+post, stock flow scripts
make -C /OpenROAD-flow-scripts/flow DESIGN_CONFIG=/design/flow/config.mk WORK_HOME=/design/flow/orfs finish
--- constraint.sdc ---
current_design register

set clk_period 4.7
set clk_io_pct 0.2

create_clock -name clk0 -period $clk_period [get_ports {clk}]

set non_clock_inputs [all_inputs -no_clocks]
set_input_delay [expr $clk_period * $clk_io_pct] -clock clk0 $non_clock_inputs
set_output_delay [expr $clk_period * $clk_io_pct] -clock clk0 [all_outputs]
--- design.v ---
module register (
    input logic clk,
    input logic WE3,   
    input logic [3:0] A1,
  input logic [3:0] A2,    
  input logic [3:0] A3,
  input logic [31:0] WD3,   
    output logic [31:0] RD1,
  output logic [31:0] RD2  
);
  logic [31:0] reg_file [15:0];  
  initial begin
    reg_file[0] = 32'h00000001;
    reg_file[1] = 32'h0000000F;
  end
  always @(posedge clk) begin
        if (WE3) begin
          reg_file[A3] <= WD3;
        end
        RD1 <= reg_file[A1];
        RD2 <= reg_file[A2];
    end
endmodule
--- config.mk ---
export PLATFORM = sky130hd
export DESIGN_NAME = register
export DESIGN_NICKNAME = register
export VERILOG_FILES = /design/flow/design.v
export SDC_FILE = /design/flow/constraint.sdc
export NUM_CORES = 4
export LEC_CHECK = 1
export CORE_UTILIZATION = 50
export SYNTH_HDL_FRONTEND = slang
==> flow_summary_export.csv <==
group,metric,value,unit
min_path,hold_path_end,"RD1[21]",
grt,antenna_found_initial,2,
cts,numCtsBuffers,60,
place,dp_hpwl,31100,um
routing,antenna_cells,0,
critical_path,cp.required,5.03,ns
critical_path,critPathTopFamily,"simple AND/OR/NAND/NOR gates",
routing,firstDrtPassIters,5,
grt,grt_overflow,0,
routing,viasPerCell,6.48,
floorplanning,dieArea,49300,sq um
outcome,status,"complete, no violations",
routing,wl_per_cell,29.9,um
critical_path,slowest_stage,"nor2_4",
cts,clockBufferDepth,3,
cts,clkTransAtPathRegs,0.06,ns
critical_path,worstReg2RegStart,"reg_file[10][31]",
power,p_leak,9.00,nW
layout,syn2layout_area_growth,16.3,%
floorplanning,die-width,222,um
layout,drive_gt1_share,31.1,%
layout,stdcell_count,1930,
min_path,hp-class,"reg2reg",
cts,insertion_delay,0.63,ns
floorplanning,fp_util,50.7,%
critical_path,path_buffers,2,
floorplanning,core_area,47700,sq um
grt,grt_pass1_wl,86900,um
flow_run,cap_violations,0,
critical_path,critical_path_arrival,3.06,ns
routing,drc_errors,0,
critical_path,max_stage_delay,0.72,ns
layout,finish.utilization,58.9,%
sta,finalCritPeriodShare,58.1,%
min_path,whs_path_depth,3,
sta,report.final.slew_viol_count,0,
layout,layout_top_cell,"edfxtp_1",
cts,hold_buffers,0,
sta,fin_skew,0.0193,ns
place,place_inst,1817,
cts,cts.sinks,576,
floorplanning,die_h,222,um
yosys,ys_sh_simple,1.63,%
yosys,ys_top_logic_family,"multiplexers",
yosys,syn_avg_cell_area,21.2,sq um
sta,timing.hold.ws,0.695,ns
layout,lay_top_cells,"edfxtp_1, mux4_2, a22oi_1",
yosys,ys_chip_area,24200,sq um
power,vdd_drop_max,0.000295,V
cts,cts-resized-gates,0,
critical_path,rr_worst_depth,3,
yosys,synth.largest_area_cell,"edfxtp_1",
sta,relSlewSlack,39.5,%
critical_path,crit_type,"in2reg",
power,p_per_area,400,nW/um^2
place,place.gp.congestion,0.790,
yosys,synth_top_area_share,63.6,%
critical_path,r2r-end,"RD1[31]",
routing,num_vias,12500,
cts,cts_tree,"done",
sta,setup_tns,0,ns
cts,h-tree-depth,2,
yosys,synth-xor-area-share,0,%
sta,rsz0062_at_grt,"false",
critical_path,cp-start-kind,"primary input",
yosys,ys_cells,1141,
sta,finalSetupViolations,0,
grt,grt_pass1_vias,14300,
min_path,holdCritStartpoint,"reg_file[6][21]",
critical_path,worst-path-stages,4,
yosys,ys_seq_elements,576,
routing,drt_iter0_markers,665,
yosys,synth-warning-count,0,
floorplanning,rows,80,
yosys,ys_types,17,
power,finalPower,11.3,mW
grt,grt_usage,27.7,%
yosys,netlist_area,24200,sq um
sta,final-hold-violation-count,0,
place,portBuffers,109,
critical_path,cp_max_fo,17,
routing,ant_nets,0,
sta,post-route-min-period,2.73,ns
critical_path,path_cells,"clkdlybuf4s50_1 > or3b_2 > nor2_4 > buf_12",
cts,cts_setup_buffers,0,
yosys,area_leaders,"edfxtp_1, mux4_2, dfxtp_1",
cts,root_buffer,"clkbuf_16",
sta,max_freq,0.366,GHz
critical_path,rrSetupSlack,3.20,ns
grt,grt_max_degree,62,
yosys,synth.area.mux_share,23.8,%
yosys,ys_seq_share,68.9,%
yosys,synthCells,1141,
sta,worst_slew_pin_slew,0.906,ns
critical_path,crit_path_end_kind,"flip-flop",
routing,wl,57700,um
yosys,aoi_share,3.97,%
floorplanning,ios,110,
flow_run,tool_warnings,25,
yosys,adder_share,0,%
## sequential cells by signal, summed over array words and instances, names as in the netlist
| register | cells |
|---|---|
| RD1 | 32 |
| RD2 | 32 |
| reg_file | 512 |
## through the flow
stage	cell area (sq um)	setup slack, ns
floorplan	24200	0.580
global placement	26200	1.43
detailed placement	26200	1.39
CTS	28100	2.02
global route	28100	1.90
finish	28100	1.97
## power by group
group          internal [mW]  switching, mW
clock network           2.68           1.91
registers               5.73         0.0572
logic                  0.447          0.429
total                   8.86           2.39
## synth_stat cells
cell / count
nor2_1: 14
nor3_1: 4
or3b_2: 1
nor2b_1: 4
dfxtp_1: 64
buf_4: 18
clkbuf_1: 39
nand3_1: 1
buf_2: 16
nand2_1: 65
buf_1: 13
nand3b_1: 2
nand2b_1: 2
a22oi_1: 128
and2_1: 2
edfxtp_1: 512
mux4_2: 256
## cell families (layout without fill, tap and decap cells)
| family | after synthesis | after routing |
|---|---|---|
| multiplexers | 256 | 256 |
| AND-OR/OR-AND | 128 | 128 |
| buffers and inverters | 86 | 260 |
| AND/OR/NAND/NOR | 95 | 95 |
| flip-flops | 576 | 576 |
## worst register-to-register path, stage by stage, from the launching register on
cell and delay [ns]:
edfxtp_1 0.39, mux4_2 0.47, a22oi_1 0.38, nand2_1 0.13
## area by class of cell
type	instances	area (sq um)
multi-input cells	479	7280
well taps	615	769
fillers	3416	19600
clock inverters	26	205
flip-flops and latches	576	16700
clock buffers	87	1720
repair buffers	147	1510
## worst max-delay path by stage
stage / start / to / slack (ns)
4_1_cts: WE3 / reg_file[3][22] / 2.02
6_report: WE3 / reg_file[3][5] / 1.97
5_1_grt: WE3 / reg_file[3][26] / 1.90
## metal layers
metal	GRT usage, %	routed length (um)	share of wire [%]	vias to the layer above
li1	-	-	-	5216
met2	36.5	26000	45	868
met1	43.0	20700	36	6317
met3	20.3	9820	17	93
met4	4.35	1070	1.9	6
met5	3.23	122	0.21	-
No activity file was given, so power comes from the tool's default toggle rates.
