$ cat design/flow/run.sh
#!/bin/bash
# OpenROAD 26Q1-2900-gdf79404cd8, Yosys 0.63+post, stock flow scripts
make -C /OpenROAD-flow-scripts/flow DESIGN_CONFIG=/design/flow/config.mk WORK_HOME=/design/flow/orfs finish
$ cat design/flow/design.v
module InstrMem (
  input logic clk,
  output logic [13:0] instr);
  logic [13:0] mem_arr [3:0] = {14'b00000000011111, 14'b01111100001110, 14'b10111111101101, 14'b11110111111011};
  integer PC = 0;
  always @(posedge clk) begin
    instr <= mem_arr[PC];
    PC <= PC + 1;
  end
endmodule
$ cat design/flow/config.mk
export PLATFORM = sky130hd
export DESIGN_NAME = InstrMem
export DESIGN_NICKNAME = InstrMem
export VERILOG_FILES = /design/flow/design.v
export SDC_FILE = /design/flow/constraint.sdc
export NUM_CORES = 4
export LEC_CHECK = 1
export CORE_AREA = 10 10 70 70
export DIE_AREA = 0 0 80 80
export SYNTH_HDL_FRONTEND = slang
$ cat design/flow/constraint.sdc
current_design InstrMem

set clk_period 1.4
set clk_io_pct 0.2

create_clock -name clk0 -period $clk_period [get_ports {clk}]

set non_clock_inputs [all_inputs -no_clocks]
set_input_delay [expr $clk_period * $clk_io_pct] -clock clk0 $non_clock_inputs
set_output_delay [expr $clk_period * $clk_io_pct] -clock clk0 [all_outputs]
==> impl_metrics.toml <==
# generated from flow reports
[power]
leakagePower_nw = 0.155
power_frac_clock_pct = 41.5
switching_share_pct = 16.7
vdd_drop_max_v = 0.000164
p_int_mw = 0.325
p_switching_mw = 0.0650
combPwrFrac_pct = 0
p_seq_share_pct = 58.4
power_density_mw_per_mm2 = 889

[logic_synthesis]
yosysWarnings = 0
yosysChipArea_um2 = 267
area_leaders = "dfxtp_1, buf_4, nand2b_1"
top_cells_by_count = "dfxtp_1, buf_4, clkbuf_2, nand2b_1"
yosys.area.top_type_share_pct = 60.1
synth_top_cell_by_count = "dfxtp_1"
ys_seq_share_pct = 60.1
largest_area_cell = "dfxtp_1"
yosysCellCount = 25
syn_area_per_cell_um2 = 10.7
ff_type = "dfxtp_1"
numSynthFlops = 8
ys_types = 11
syn_area_um2 = 267
edf_count = 0
ys_async_sr_fraction_pct = 0
syn-instance-count = 25

[floorplanning]
die_x_um = 80
core_region_area_mm2 = 0.00342
chip_area_mm2 = 0.00640
die.size.y_um = 80
fp_util_pct = 7.80
fp-row-count = 21
num_io_pins = 15

[timing]
worst_slack_ps = 66.6
report.final.slew_viol_count = 0
fin_tns_setup_ps = 0
period_needed_ps = 1330
finalHoldViolCount = 0
setup_violations = 0
timing.final.crit_share_pct = 95.2
skew_ps = 6.99
clock.fmax_ghz = 0.750
rsz0062_at_grt = "no"

[layout]
finalInstanceArea_um2 = 439
syn2layout_area_growth_pct = 64.8
fin_util_pct = 12.9
drive_gt1_share_pct = 22.9

[place]
gp_congestion = 0.747
dp.final_hpwl_um = 447
io_buffers = 13
place_ws_ps = 282
dpl-instance-area_um2 = 414

[clock_network]
cts-root-buf = "clkbuf_4"
post_cts_resize_count = 0
h-tree-depth = 1
hold_buffers = 0
cts_tree = "built"
cts_buffers = 3
clk_latency_ps = 240
cts_setup_buffers = 0
cts.clk_slew.worst_paths_ps = 50
clock_sinks = 8
cts_buffer_depth = 2

[grt]
grt-busiest-layer = "met2"
met2_usage_pct = 2.25
grt_pass1_vias = 185
use_met1_pct = 1.62
track_usage_pct = 1.56
antenna_found_initial = 0
grt_max_degree = 8
grt-ovfl-total = 0
use_met3_pct = 1.48
grt_pass1_wl_um = 800

[setup_path]
critPathLaunch = "instr[7]$_DFF_P_"
cp_cell_sequence = "clkdlybuf4s50_1"
cp_slowest_cell = "clkdlybuf4s50_1"
critPathMaxStageDelay_ps = 470
crit_family = "buffers and inverters"
arrival_ps = 1050
critical_path_class = "reg2out"
cp.buffers_inverters = 1
required_ps = 1120
setup.worst_path.start_class = "register"
r2r-start = "PC[1]$_DFF_P_"
cp-end-kind = "output port"
crit_fanout = 4

[job]
cap_viol_max_count = 0
warnings = 25

[drt]
avgRoutedWirePerCell_um = 6.68
num_antenna_cells = 0
routed_wirelength_um = 541
viasPerCell = 2.15
firstDrtPassIters = 2
drc_errors = 0
drtIter0Drc = 12
num_vias = 174
ant_nets = 0

[hold_path]
hold_path_startpoint = "PC[1]$_DFF_P_"
min_path_type = "reg2reg"

[status]
status = "completed"
-- final cells by class --
type                            instances  area, um^2
Fill cell                             396        2980
Sequential cell                         8         163
Timing Repair Buffer                   15         145
Tap cell                               46        57.6
Multi-Input combinational cell          7        43.8
Clock buffer                            3        22.5
Inverter                                2        7.51
-- logic make-up (layout without fill, tap and decap cells) --
logic type,Yosys count,count (layout),share of synthesized area [%]
xor gates and xnor gates,2,2,6.57
buffers and inverters,10,20,23.5
DFF,8,8,60.1
and+or+nand+nor,4,4,8.45
other,1,1,1.41
-- stage by stage --
| step | std cells | hold slack [ps] | power [mW] |
|---|---|---|---|
| after floorplan | 25 | 493 | 0.235 |
| after global routing | 81 | 552 | 0.414 |
| final | 81 | 531 | 0.390 |
| after global placement | 78 | 516 | 0.233 |
| after detailed placement | 78 | 518 | 0.233 |
| after CTS | 81 | 536 | 0.399 |
-- layout by cell type, fill, tap and decap left out --
cell type | Yosys | final
nand2b_1 | 2 | 2
conb_1 | 1 | 1
dfxtp_1 | 8 | 6
xnor2_1 | 1 | 1
inv_1 | 1 | 1
clkbuf_4 | 0 | 3
inv_2 | 1 | 1
or2_1 | 1 | 1
nand2_1 | 1 | 1
xor2_1 | 1 | 1
buf_4 | 6 | 2
clkdlybuf4s50_1 | 0 | 13
dfxtp_2 | 0 | 2
-- final timing paths --
check                   endpoint  slack, ps  depth (start not counted)
min             instr[7]$_DFF_P_        530                          2
max                     instr[6]         70                          1
min reg2reg     instr[7]$_DFF_P_        530                          2
max reg2reg  instr[2]$_SDFF_PP1_        600                          2
-- flip-flops by register name, indices dropped and copies added (netlist names) --
register / cells
PC: 1
instr: 7
-- power by group through the flow --
stage	Sequential [mW]	Combinational, mW	Clock, mW
after CTS	0.228	0.000239	0.171
after global routing	0.228	0.000430	0.186
final	0.228	0.000127	0.162
-- per-layer routing --
| layer | vias up | wire [um] | part of all wire [%] |
|---|---|---|---|
| met3 | 0 | 120 | 22 |
| met1 | 80 | 212 | 39 |
| met2 | 11 | 208 | 38 |
| li1 | 83 | - | - |
| met5 | - | 0 | 0 |
| met4 | 0 | 0 | 0 |
No activity file was given, so power comes from the tool's default toggle rates.
