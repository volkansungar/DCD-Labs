==> flow/design.v <==
module mux2(input logic [3:0] d0, d1, 
input logic s, 
output logic [3:0] y); 
assign y = s ? d1 : d0; 
endmodule
module mux4(input logic [3:0] d0, d1, d2, d3, 
input logic [1:0] s, 
output logic [3:0] y); 
assign y = s[1] ?  
(s[0] ? d3 : d2):  
(s[0] ? d1 : d0); 
endmodule
module fulladder(input logic a, b, cin, 
output logic  s, cout); 
assign s=a^b^cin; 
assign cout= a&b|b&cin|cin&a;     
endmodule
module NbitFullAdder( input logic [7:0] a, b, 
input logic cin, 
output logic [7:0] s, 
output logic cout  ); 
wire [6:0] c; 
fulladder i_0 (a[0],b[0],cin,s[0],c[0]); 
fulladder i_1 (a[1],b[1],c[0],s[1],c[1]); 
fulladder i_2 (a[2],b[2],c[1],s[2],c[2]); 
fulladder i_3 (a[3],b[3],c[2],s[3],c[3]); 
fulladder i_4 (a[4],b[4],c[3],s[4],c[4]); 
fulladder i_5 (a[5],b[5],c[4],s[5],c[5]); 
fulladder i_6 (a[6],b[6],c[5],s[6],c[6]); 
fulladder i_7 (a[7],b[7],c[6],s[7],cout); 
endmodule
module ALU (input logic [7:0] A, B, 
            input logic [1:0] ALUControl, 
            output logic [7:0] result, 
            output logic cout);
  wire [7:0] mux2_out, sum_out;
  mux2 MUX2 (B, ~B, ALUControl[0], mux2_out);
  NbitFullAdder full_1 (mux2_out, A, ALUControl[0], sum_out, cout);
  mux4 MUX4 (sum_out, sum_out, A&B, A|B, ALUControl, result);
endmodule
==> flow/run.sh <==
#!/bin/bash
# OpenROAD 26Q1-2900-gdf79404cd8, Yosys 0.63+post, stock flow scripts
make -C /OpenROAD-flow-scripts/flow DESIGN_CONFIG=/design/flow/config.mk WORK_HOME=/design/flow/orfs finish
==> flow/config.mk <==
export PLATFORM = sky130hd
export DESIGN_NAME = ALU
export DESIGN_NICKNAME = ALU
export VERILOG_FILES = /design/flow/design.v
export SDC_FILE = /design/flow/constraint.sdc
export NUM_CORES = 4
export LEC_CHECK = 1
export CORE_AREA = 10 10 70 70
export DIE_AREA = 0 0 80 80
export SYNTH_HDL_FRONTEND = slang
==> flow/constraint.sdc <==
current_design ALU

set clk_period 2.3
set clk_io_pct 0.2

create_clock -name clk0 -period $clk_period

set non_clock_inputs [all_inputs -no_clocks]
set_input_delay [expr $clk_period * $clk_io_pct] -clock clk0 $non_clock_inputs
set_output_delay [expr $clk_period * $clk_io_pct] -clock clk0 [all_outputs]
==> results.md <==
| Step | Item | Value |
|:---|:---|:---|
| status | Result of the run | finished, violations left |
| status | Failing checks | setup timing |
| power | Power density over cell area | 192 nW/um^2 |
| cells and area | Final Instance Area | 657 um^2 |
| detailed routing | Via count normalized by instance count | 2.91 |
| cells and area | Sequential standard cell area | 0 um^2 |
| die | Die boundary height | 80 um |
| setup path | Maximum net fanout on the critical path | 2 |
| global route | Aggregate global-route resource usage | 3.13% |
| setup path | Critical path's most frequent cell | sky130_fd_sc_hd__fa_2 |
| detailed routing | Number of detailed-routing iterations run before antenna repair | 2 |
| setup path | CP startpoint | B[1] |
| detailed routing | ANT cells | 0 |
| power | VDD IR-drop max | 0.0543 mV |
| sta | Setup slack after layout | -0.353 ns |
| yosys | Seq/Total Area, Yosys | 0% |
| yosys | Avg Cell Area, Syn | 6.63 um^2 |
| yosys | XOR/XNOR share of the synthesized area | 10.7% |
| detailed routing | Total wire length | 1020 um |
| yosys | Instance count of the mapped netlist | 37 |
| die | Init Core Util | 7.18% |
| setup path | Critical-path top delay cell | sky130_fd_sc_hd__fa_2 |
| sta | RSZ-0062 raised after global routing | true |
| yosys | Complex Gates by Area | 24.5% |
| setup path | Crit start category | input pin |
| sta | Final Hold Violating Endpoints | 0 |
| sta | Max-slew violation count | 0 |
| sta | Top achievable clock speed | 377 MHz |
| setup path | Critical path start-end classification | in2out |
| setup path | Stage delay of the slowest cell on the critical path | 0.50 ns |
| die | Die X | 80 um |
| yosys | Main logic family after synthesis | adder cells |
| clock tree | Cts hold-fix bufs | 0 |
| sta | Fin crit share | 115% |
| place | HPWL Detailed | 826 um |
| detailed routing | Remaining antenna violation count | 0 |
| global route | Global-route wire length before repair | 1670 um |
| yosys | Synth Cell Area | 245 um^2 |
| yosys | Adder share | 24.5% |
| power | Leakage power total | 0.306 nW |
| cells and area | Ratio of cells with drive above 1 in the final layout | 53.5% |
| detailed routing | Vias after detailed routing | 340 |
| place | IO buf count | 19 |
| die | Core outline area | 3420 um^2 |
| yosys | Synth Warn # | 0 |
| yosys | Unique cell type count in the Yosys netlist | 18 |
| min path | Worst min-delay path category | in2out |
| die | Num ports | 27 |
| setup path | Number of buffers and inverters on the critical path | 5 |
| place | Dpl cell area | 549 um^2 |
| global route | Maximum number of pins on one net before global-route repair | 7 |
| run | Number of warnings in the stage logs | 39 |
| cells and area | Area growth, synth to finish | 168% |
| yosys | Mux share | 0% |
| setup path | Series of cell instances along the critical path | buf_8 -> xor2_4 -> fa_2 -> inv_2 -> fa_2 -> inv_2 -> fa_2 -> inv_1 -> o22ai_1 -> buf_2 |
| sta | Time the final worst path needs with I/O delays and setup | 2.65 ns |
| setup path | Data required, critical path | 1.84 ns |
| yosys | Yosys cell count | 37 |
| die | Cell Rows | 21 |
| power | Total power after layout | 0.126 mW |
| yosys | Area of the synthesized netlist per yosys stat | 245 um^2 |
| detailed routing | Detail-routed net length per standard cell | 8.75 um |
| setup path | Element type at the critical path end | primary output |
| die | Overall die area | 6400 um^2 |
| sta | Final setup violation count | 3 |
| global route | Gr ovfl total | 0 |
| min path | Hold-critical path depth | 4 |
| yosys | Post-synthesis share of cell area spent on and, or, nand and nor gates | 15.3% |
| place | RD Place Congestion | 0.744 |
| cells and area | Count of clock-net buffers in the final layout | 0 |
| detailed routing | Post-detailed-route DRC marker count | 0 |
| setup path | Cell family with most CP delay | adder cells |
| global route | Antenna violations before repair | 0 |
| setup path | Crit path arrival time | 2.19 ns |
| min path | Startpoint of the lowest-slack hold path | A[0] |
| detailed routing | Starting DRT DRC Count | 4 |
| global route | Vias in the first global route | 373 |
| min path | Hold Path End | result[0] |
| run | Max-capacitance violation count | 0 |
| cells and area | Number of sequential cells in the layout | 0 |
| cells and area | Filler cell count | 388 |
## synthesized netlist by cell type
library cell / number / area share (%)
sky130_fd_sc_hd__inv_2: 1 / 1.5
sky130_fd_sc_hd__xnor2_1: 1 / 3.6
sky130_fd_sc_hd__a21oi_1: 3 / 6.1
sky130_fd_sc_hd__or2b_1: 1 / 3.1
sky130_fd_sc_hd__inv_1: 5 / 7.7
sky130_fd_sc_hd__o21ai_0: 2 / 4.1
sky130_fd_sc_hd__nand2_1: 3 / 4.6
sky130_fd_sc_hd__o22ai_1: 3 / 7.7
sky130_fd_sc_hd__buf_4: 4 / 12
sky130_fd_sc_hd__nand3_1: 1 / 2.0
sky130_fd_sc_hd__xor2_1: 2 / 7.1
sky130_fd_sc_hd__o21ai_1: 2 / 4.1
sky130_fd_sc_hd__nor2b_1: 1 / 2.6
sky130_fd_sc_hd__fa_1: 3 / 24
sky130_fd_sc_hd__nor2_1: 2 / 3.1
sky130_fd_sc_hd__buf_2: 1 / 2.0
sky130_fd_sc_hd__conb_1: 1 / 1.5
sky130_fd_sc_hd__a31oi_1: 1 / 2.6
## power breakdown
group	total, mW	switching, mW	internal [mW]	leakage, nW
logic	0.126	0.0467	0.0791	0.306
registers	0	0	0	0
clock network	0	0	0	0
## stage by stage
step | worst slack [ns] | utilization [%] | setup TNS [ns] | hold slack (ns) | std cells
2_1_floorplan | -0.106 | - | -0.106 | 0.951 | 40
3_3_place_gp | -1.15 | 16.1 | -3.74 | 1.81 | 109
3_5_place_dp | -1.18 | 16.1 | -3.84 | 1.81 | 109
4_1_cts | -0.423 | 18.3 | -0.731 | 1.29 | 117
5_1_grt | -0.415 | 19.2 | -0.741 | 1.23 | 117
6_report | -0.353 | 19.2 | -0.570 | 1.21 | 117
## cell usage in the layout (no fill, tap or decap), drive strengths merged
master         Yosys  routed
nand3              1       1
or2b               1       1
o21ai              4       4
a31oi              1       1
nor2               2       2
clkdlybuf4s50      0       8
clkbuf             0       1
inv                6       6
fa                 3       3
xor2               2       2
o22ai              3       3
nand2              3       3
nor2b              1       1
xnor2              1       1
a21oi              3       3
buf                5      24
dlymetal6s2s       0       1
dlygate4sd2        0       2
conb               1       4
## logic make-up after synthesis
logic type               after synthesis
AND-OR/OR-AND                         11
buffers and inverters                 11
AND/OR/NAND/NOR                        8
XOR/XNOR                               3
adder cells (fa/ha/maj)                3
other                                  1
## layer usage
layer  share of wire (%)  global-route usage (%)
met1                  43                    4.07
met2                  46                    4.98
met3                  11                    1.36
met5                   0                       0
met4                   0                       0
## worst max path at each step
stage	slack (ns)	cells past startpoint	endpoint
6_report	-0.35	10	result[3]
4_1_cts	-0.42	12	result[3]
5_1_grt	-0.41	10	result[3]
## area by class of cell
| class | instances | area, um^2 | area share, % |
|---|---|---|---|
| Inverter | 6 | 22.5 | 3.43 |
| Timing Repair Buffer | 36 | 314 | 47.8 |
| Tap cell | 46 | 57.6 | 8.76 |
| Multi-Input combinational cell | 29 | 263 | 40.0 |
## repair_timing
action	in CTS	in global routing
pin swaps	9	6
gates resized	44	9
buffers inserted	8	0
setup endpoints to repair	5	4
No activity file was given, so power comes from the tool's default toggle rates.
